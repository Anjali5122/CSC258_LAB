File: ./config.mk
export PLATFORM = sky130hd
export DESIGN_NAME = Lab4Part2
export DESIGN_NICKNAME = Lab4Part2
export VERILOG_FILES = /design/flow/design.v
export SDC_FILE = /design/flow/constraint.sdc
export NUM_CORES = 4
export LEC_CHECK = 1
export CORE_UTILIZATION = 30
File: ./design.v
module Lab4Part2(HEX0, HEX4, HEX5, LEDR, SW, KEY);
	input [9:0] SW;
	input [0:0] KEY;
	output [7:0] LEDR;
	output[6:0] HEX0, HEX4, HEX5;
	wire [7:0] Out;
	SimpleALU alu(.outp(Out[7:0]), .clk(KEY[0]), .reset(SW[9]), .A(SW[3:0]), .key(SW[7:5]));
	hex_display h0(
		.Hex(HEX0[6:0]),
		.Input(SW[3:0])
	);
	hex_display h4(
		.Hex(HEX4[6:0]),
		.Input(Out[3:0])
	);
	hex_display h5(
		.Hex(HEX5[6:0]),
		.Input(Out[7:4])
	);
	assign LEDR[7:0] = Out[7:0];
endmodule
module SimpleALU(outp, clk, reset, A, key);
	input clk, reset;
	input [3:0] A;
	input [2:0] key;
	output [7:0] outp;
	reg [7:0] outp;
	wire[7:0] wreg;
	wire [4:0] add1, addB;
	register regi(.q(wreg[7:0]), .clock(clk), .reset_n(reset), .d(outp[7:0]));
	RippleCarry radd1(.out(add1[4:0]), .in1(A[3:0]), .in2(4'b0001));
	RippleCarry raddB(.out(addB[4:0]), .in1(A[3:0]), .in2(wreg[3:0]));
	always @(*)
		begin
			case(key)
				3'b000: outp[7:0] = {3'b000, add1[4:0]};
				3'b001: outp[7:0] = {3'b000, addB[4:0]};
				3'b010: outp[7:0] = A[3:0] + wreg[3:0];
				3'b011: outp[7:0] = {A[3:0] | wreg[3:0], A[3:0] ^ wreg[3:0]};
				3'b100: outp[7:0] = {7'b0000000, (| ({A[3:0], wreg[3:0]}))};
				3'b101: outp[7:0] = wreg[3:0] << A[3:0];
				3'b110: outp[7:0] = wreg[3:0] >> A[3:0];
				3'b111: outp[7:0] = wreg[3:0] * A[3:0];
				default: outp[7:0] = 8'b0000_0000;
			endcase
		end
endmodule
module register(q, clock, reset_n, d);
input [7:0] d;
input clock, reset_n;
output reg [7:0] q;
always @(posedge clock)
	begin
		if (reset_n == 1'b0)
			q [7:0] <= 8'b0000_0000;
		else
			q [7:0] <= d [7:0];
	end
endmodule
module FullAdder(S, Cout, A, B, Cin);
	input A;
	input B;
	input Cin;
	output S;
	output Cout;
	assign S = A ^ B ^ Cin;
	assign Cout = (A & B) | (A & Cin) | (B & Cin);
endmodule
module RippleCarry(out, in1, in2);
	input [3:0] in1;
	input [3:0] in2;
	output [4:0] out;
	wire c1, c2, c3;
	FullAdder a0(
		.A(in1[0]),
		.B(in2[0]),
		.Cin(1'b0),
		.S(out[0]),
		.Cout(c1)
	);
	FullAdder a1(
		.A(in1[1]),
		.B(in2[1]),
		.Cin(c1),
		.S(out[1]),
		.Cout(c2)
	);
	FullAdder a2(
		.A(in1[2]),
		.B(in2[2]),
		.Cin(c2),
		.S(out[2]),
		.Cout(c3)
	);
	FullAdder a3(
		.A(in1[3]),
		.B(in2[3]),
		.Cin(c3),
		.S(out[3]),
		.Cout(out[4])
	);
endmodule
module seg_0(m, a, b, c, d);  
	input a;
	input b;
	input c;
	input d;
	output m;
	assign m = (~a & ~b & ~c & d) | (~a & b & ~c & ~d) | (a & ~b & c & d) | (a & b & ~c & d);
endmodule
module seg_1(m, a, b, c, d);  
	input a;
	input b;
	input c;
	input d;
	output m;
	assign m = (a & b & ~d) | (a & c & d) | (~a & b & ~c & d) | (~a & b & c & ~d);
endmodule
module seg_2(m, a, b, c, d);  
	input a;
	input b;
	input c;
	input d;
	output m;
	assign m = (~a & ~b & c & ~d) | (a & b & ~c & ~d) | (a & b & c);
endmodule
module seg_3(m, a, b, c, d);  
	input a;
	input b;
	input c;
	input d;
	output m;
	assign m = (~b & ~c & d) | (~a & b & ~c & ~d) | (b & c & d) | (a & ~b & c & ~d);
endmodule
module seg_4(m, a, b, c, d);  
	input a;
	input b;
	input c;
	input d;
	output m;
	assign m = (~a & b & ~c & ~d) | (a & ~b & ~c & d) | (~a & d);
endmodule
module seg_5(m, a, b, c, d);  
	input a;
	input b;
	input c;
	input d;
	output m;
	assign m = (~a & ~b & d) | (~a & ~b & c) | (~a & c & d) | (a & b & ~c & d);
endmodule
module seg_6(m, a, b, c, d);  
	input a;
	input b;
	input c;
	input d;
	output m;
	assign m = (~a & ~b & ~c) | (~a & b & c & d) | (a & b & ~c & ~d);
endmodule
module hex_display(Hex, Input);
	input [3:0] Input;
	output[6:0] Hex;
	seg_0 zero(  
		.a(Input[3]),
		.b(Input[2]),
		.c(Input[1]),
		.d(Input[0]),
		.m(Hex[0])
		);
	seg_1 one(  
		.a(Input[3]),
		.b(Input[2]),
		.c(Input[1]),
		.d(Input[0]),
		.m(Hex[1])
		);
	seg_2 two(  
		.a(Input[3]),
		.b(Input[2]),
		.c(Input[1]),
		.d(Input[0]),
		.m(Hex[2])
		);
	seg_3 three(  
		.a(Input[3]),
		.b(Input[2]),
		.c(Input[1]),
		.d(Input[0]),
		.m(Hex[3])
		);
	seg_4 four(  
		.a(Input[3]),
		.b(Input[2]),
		.c(Input[1]),
		.d(Input[0]),
		.m(Hex[4])
		);
	seg_5 five(  
		.a(Input[3]),
		.b(Input[2]),
		.c(Input[1]),
		.d(Input[0]),
		.m(Hex[5])
		);
	seg_6 six(  
		.a(Input[3]),
		.b(Input[2]),
		.c(Input[1]),
		.d(Input[0]),
		.m(Hex[6])
		);
endmodule
File: ./constraint.sdc
current_design Lab4Part2

set clk_period 10.3
set clk_io_pct 0.2

create_clock -name clk0 -period $clk_period [get_ports {KEY}]

set non_clock_inputs [all_inputs -no_clocks]
set_input_delay [expr $clk_period * $clk_io_pct] -clock clk0 $non_clock_inputs
set_output_delay [expr $clk_period * $clk_io_pct] -clock clk0 [all_outputs]
File: ./run.sh
#!/bin/bash
# OpenROAD 26Q1-2900-gdf79404cd8, Yosys 0.63+post, stock flow scripts
make -C /OpenROAD-flow-scripts/flow DESIGN_CONFIG=/design/flow/config.mk WORK_HOME=/design/flow/orfs finish
==> reports/qor.csv <==
metric,value,unit
fraction of layout cells with a size suffix above 1,6.780,%
Top reg by flops,alu.regi.q,
largest net degree at the start of global routing,25,
via count,2042,
status,"finished, final reports clean",
number of cells in Yosys stat,295,
# Post-CTS Setup Buffers,0,
Synth top cell by count,buf_4,
fillers,722,
Top cells by area,"ha_1 (15%), buf_4 (10%), fa_1 (6.3%)",
synthesis-to-layout area growth,11.59,%
"area leader, netlist",ha_1,
met2 Use GR,21.85,%
Via density,5.223,
CTS Sinks,4,
die width,87.90,um
DR WL/cell,13.79,um
post-synthesis register bit count,4,
TritonRoute pass-1 iters,4,
final setup violating endpoints,0,
first-pass GRT wire length,8.838,mm
initial antenna violation count,0,
clk latency of the worst-skew pair,0.20,ns
maxcap violations,0,
FP Util,31.87,%
unrepaired setup endpoints after global routing,no,
largest registers,alu.regi.q: 4 flops,
Port Buffer Count,37,
DP Cell Count,388,
Post-CTS Resized,0,
LEAKAGE,1.046,nW
"Data required, critical path",8.24,ns
Commonest cells post-synth,"buf_4 (30), nor2_1 (29), ha_1 (26), inv_1 (18), nand2_1 (18)",
total power,0.0001846,W
Yosys chip area,0.002213,sq mm
pre-CTS setup slack,1.468,ns
critical path class,in2out,
post-DP HPWL,4.171,mm
fraction of registers with async set/reset,0,%
Total Wirelength,5.393,mm
CTS buffer count,3,
CP endpoint kind,output port,
dominant register cell,dfxtp_1,
gr busiest metal,met1,
Die Y,87.90,um
PD cells,74.76,mW/mm^2
Final TNS setup,0,ns
number of diodes,0,
GRT Total Usage,14.54,%
Clock transition at path regs,0.03,ns
post-synthesis cell count,295,
grt met3 use,1.336,%
Synthesis Warnings,2,
die area,0.007726,sq mm
final slew viol count,0,
IO Pins,40,
root buf cell,clkbuf_8,
vias in the first global route,1800,
Worst Path Arrival,6.73,ns
Post-synth EDFFs,0,
GPL Wtd Cong,0.9384,
num rows,30,
Setup WS post-layout,1.513,ns
worst slew pin tran,0.7165,ns
worst-path maximum fanout,21,
max reg flops,4,
worst vdd ir,63.50,uV
Max Root-Sink Buffers,2,
Top cell area share,14.70,%
distinct lib cells,66,
fmax,0.1138,GHz
Core Box Area,0.006944,sq mm
global route total overflow,0,
Starting DRT DRC Count,110,
Final Hold Fails,0,
CTS tree,done,
antenna-violating nets left,0,
DRC Markers,0,
min cycle time layout,8.787,ns
CP startpoint kind,primary input,
M1 GR Usage,23.88,%
Synth Seq Share,3.618,%
Final Instance Count excl. Fillers,391,
htree depth,1,
Worst slew margin,52.16,%
Post-Syn Area,0.002213,sq mm
OpenROAD warnings,54,
Post-CTS Hold Buffers,0,
mean post-synth cell area,7.503,sq um
period utilization,85.31,%
final core occ,35.57,%
HP Class,reg2reg,
Worst Skew,0,ns
[power by group]
part	total, W	switching [W]	internal [W]
combinational	0.000134	0.0000629	0.0000710
clock	0.0000296	0.00000498	0.0000246
sequential	0.0000212	0.00000394	0.0000172
[worst max-delay path, stage by stage]
cell and delay [ns]:
clkdlybuf4s50_1 0.93, nand2_1 0.17, fa_1 0.52, inv_1 0.07
fa_1 0.57, inv_1 0.07, fa_1 0.45, xnor2_1 0.15
a21oi_1 0.14, nor2_1 0.10, o31ai_2 0.51, inv_1 0.20
a311o_1 0.38, clkdlybuf4s50_1 0.41
[cells in the final DEF (no fill, tap or decap), types with 2 or more instances in the layout]
cell / Yosys / final
o32ai_1: 4 / 4
nand3_1: 8 / 8
buf_4: 30 / 3
nand4_1: 2 / 2
o21a_1: 4 / 4
nor2b_1: 7 / 7
ha_1: 26 / 26
nand2b_1: 6 / 6
fa_1: 7 / 7
mux2i_1: 8 / 8
nor3_1: 4 / 4
maj3_1: 2 / 2
a21boi_0: 2 / 2
a21o_1: 6 / 6
dfxtp_1: 4 / 4
o21ai_0: 12 / 12
nor2_1: 29 / 29
xnor2_1: 4 / 4
o221ai_1: 2 / 2
or3_1: 5 / 5
and2_1: 6 / 6
clkbuf_8: 0 / 3
clkdlybuf4s50_1: 0 / 37
nand2_1: 18 / 18
o31ai_1: 2 / 2
inv_1: 18 / 18
a32oi_1: 2 / 2
o22ai_1: 8 / 8
a211o_1: 2 / 2
o211ai_1: 2 / 2
nand3b_1: 2 / 2
inv_2: 2 / 2
a21oi_1: 15 / 15
a211oi_1: 3 / 3
[path summary, 6_finish.rpt]
| path | cells after the start | to | start | slack (ns) |
|---|---|---|---|---|
| worst max-delay path | 14 | HEX5[4] | SW[2] | 1.51 |
| worst min-delay path | 4 | alu.regi.q[1] | alu.regi.q[1] | 1.16 |
| worst max register to register | 13 | alu.regi.q[3] | alu.regi.q[0] | 6.81 |
| worst min register to register | 4 | alu.regi.q[1] | alu.regi.q[1] | 1.16 |
[kinds of logic after synthesis]
kind of cell               count (synthesis)  synth area share (%)
and+or+nand+nor                           99                 23.35
AOI/OAI and AO/OA                         79                 27.13
buffers and inverters                     63                 16.85
adders and majority gates                 35                 21.93
muxes                                     10                 5.144
xor gates and xnor gates                   5                 1.978
DFF                                        4                 3.618
[final cells by class]
class	instances	area [sq um]	share of cell area, %
clock buffers	3	41.29	1.672
inverters	20	75.07	3.040
multi-input cells	228	1760	71.28
flip-flops and latches	4	80.08	3.242
well taps	96	120.1	4.863
repair buffers	40	392.9	15.91
[per-stage QoR]
step | hold slack [ns] | area, sq um
2_1_floorplan | 0.9834 | 2213
3_3_place_gp | 1.154 | 2429
3_5_place_dp | 1.145 | 2429
4_1_cts | 1.152 | 2470
5_1_grt | 1.198 | 2470
6_report | 1.160 | 2470
[routing by layer]
| metal | wire length [um] | part of all wire, % |
|---|---|---|
| met2 | 2326 | 43 |
| met4 | 0 | 0 |
| met5 | 0 | 0 |
| met3 | 344 | 6.4 |
| met1 | 2723 | 50 |
No activity file was given, so power comes from the tool's default toggle rates.
