File: config.mk
export PLATFORM = sky130hd
export DESIGN_NAME = ALU
export DESIGN_NICKNAME = ALU
export VERILOG_FILES = /design/flow/design.v
export SDC_FILE = /design/flow/constraint.sdc
export NUM_CORES = 4
export LEC_CHECK = 1
export CORE_AREA = 10 10 93 93
export DIE_AREA = 0 0 103 103
File: constraint.sdc
current_design ALU

set clk_period 3.4
set clk_io_pct 0.2

create_clock -name clk0 -period $clk_period

set non_clock_inputs [all_inputs -no_clocks]
set_input_delay [expr $clk_period * $clk_io_pct] -clock clk0 $non_clock_inputs
set_output_delay [expr $clk_period * $clk_io_pct] -clock clk0 [all_outputs]
File: design.v
module ALU(SW, KEY, LEDR, HEX0, HEX1, HEX2, HEX3, HEX4, HEX5);
	input [9:0] SW;  
	input [2:0] KEY;  
	output [9:0]LEDR;  
	output [6:0]HEX0;  
	output [6:0]HEX1;  
	output [6:0]HEX2;  
	output [6:0]HEX3;  
	output [6:0]HEX4;  
	output [6:0]HEX5;  
	reg [7:0] out;  
	wire [4:0] case0, case1, case2;  
	four_full_adder case_0(
			.a(SW[7:4]),
			.b(4'b0001),
			.s(case0)
		);
		four_full_adder case_1(
			.a(SW[7:4]),
			.b(SW[3:0]),
			.s(case1)
		);
		verilog_adder case_2(
			.a(SW[7:4]),
			.b(SW[3:0]),
			.s(case2)
		);
		always @(*)
		begin
			case (KEY[2:0])
				3'b000: begin  
					out = {3'b000, case0[4:0]};
				end
				3'b001: begin  
					out = {3'b000, case1[4:0]};
				end
				3'b010: begin  
					out = {3'b000, case2[4:0]};
				end
				3'b011: begin  
					out = {SW[3:0] | SW[7:4], SW[3:0] ^ SW[7:4]};
				end
				3'b100: begin  
					out = {7'b0000000,| SW[7:0]};
				end
				3'b101: begin  
					out = {SW[7:4], SW[3:0]};
				end
				default: begin
					out = {8'b00000000};
				end
			endcase
		end
		assign LEDR[7:0] = out[7:0];
		seven_seg_decoder H0(
			.bits(SW[3:0]),
			.hex(HEX0[6:0])
		);
		seven_seg_decoder H2(
			.bits(SW[7:4]),
			.hex(HEX2[6:0])
		);
		seven_seg_decoder H1(
			.bits(4'b0000),
			.hex(HEX1[6:0])
		);
		seven_seg_decoder H3(
			.bits(4'b0000),
			.hex(HEX3[6:0])
		);
		seven_seg_decoder H4(
			.bits(out[3:0]),
			.hex(HEX4[6:0])
		);
		seven_seg_decoder H5(
			.bits(out[7:4]),
			.hex(HEX5[6:0])
		);
	endmodule
	module four_full_adder(s, a, b);
		input [3:0] a;
		input [3:0] b;
		output [4:0] s;
		wire connection1;  
		wire connection2;  
		wire connection3;
		full_adder block1(
			.A(a[0]),
			.B(b[0]),
			.cin(1'b0), 
			.S(s[0]),
			.cout(connection1)
		);
		full_adder block2(
			.A(a[1]),
			.B(b[1]),
			.cin(connection1), 
			.S(s[1]),
			.cout(connection2)
		);
		full_adder block3(
			.A(a[2]),
			.B(b[2]),
			.cin(connection2), 
			.S(s[2]),
			.cout(connection3)
		);
		full_adder block4(
			.A(a[3]),
			.B(b[3]),
			.cin(connection3), 
			.S(s[3]),
			.cout(s[4])
		);
	endmodule
	module full_adder(S, cout, A, B, cin);
		input A, B, cin;
		output S, cout;
		assign S = A^B^cin;
		assign cout = (A&B) | (cin & (A^B));
	endmodule
	module verilog_adder(s, a, b);
		input [3:0] a;
		input [3:0] b;
		output [4:0] s;
		assign s[4:0] = a + b;
	endmodule
	module seven_seg_decoder(bits, hex);
		input [3:0]bits;  
		output [6:0]hex;  
		assign hex[0] = (~bits[3] & ~bits[2] & ~bits[1] & bits[0]) | (~bits[3] & bits[2] & ~bits[1] & ~bits[0]) | (bits[3] & bits[2] & ~bits[1] & bits[0]) | (bits[3] & ~bits[2] & bits[1] & bits[0]);
		assign hex[1] = (bits[3] & bits[1] & bits[0]) | (bits[2] & bits[1] & ~bits[0]) | (~bits[3] & bits[2] & ~bits[1] & bits[0]) | (bits[3] & bits[2] & ~bits[1] & ~bits[0]);
		assign hex[2] = (bits[3] & bits[2] & bits[1]) | (~bits[3] & ~bits[2] & bits[1] & ~bits[0]) | (bits[3] & bits[2] & ~bits[1] & ~bits[0]);
		assign hex[3] = (bits[2] & bits[1] & bits[0]) | (~bits[2] & ~bits[1] & bits[0]) | (~bits[3] & bits[2] & ~bits[1] & ~bits[0]) | (bits[3] & ~bits[2] & bits[1] & ~bits[0]);
		assign hex[4] = (~bits[3] & bits[2] & ~bits[1]) | (~bits[2] & ~bits[1] & bits[0]) | (~bits[3] & bits[1] & bits[0]);
		assign hex[5] = (bits[3] & bits[2] & ~bits[1] & bits[0]) | (~bits[3] & bits[1] & bits[0]) | (~bits[3] & ~bits[2] & bits[1]) | (~bits[3] & ~bits[2] & bits[0]);
		assign hex[6] = (~bits[3] & ~bits[2] & ~bits[1]) | (bits[3] & bits[2] & ~bits[1] & ~bits[0]) | (~bits[3] & bits[2] & bits[1] & bits[0]);
	endmodule
File: run.sh
#!/bin/bash
# OpenROAD 26Q1-2900-gdf79404cd8, Yosys 0.63+post, stock flow scripts
make -C /OpenROAD-flow-scripts/flow DESIGN_CONFIG=/design/flow/config.mk WORK_HOME=/design/flow/orfs finish
==> results.json <==
{
  "status": "complete, but fails checks",
  "critPathKind": "in -> out",
  "layout_top_cell_excl_fill_tap": "sky130_fd_sc_hd__buf_4",
  "max-cap-violations": 0,
  "internal-power_uw": 262,
  "power-per-cell-area_mw_per_mm2": 180,
  "syn_to_final_growth_pct": 89.8,
  "setup_viol": 15,
  "finalClockPeriodUsage_pct": 108,
  "detail_route.drc_violations": 0,
  "place_ws_ns": -1.14,
  "wl_per_cell_um": 13.8,
  "final.clkbuf_count": 0,
  "routabilityCongestion": 0.898,
  "seqCellArea_sq_um": 0,
  "yosys.stat.chipArea_sq_mm": 0.00139,
  "route.antenna.remaining_nets": 0,
  "net_sw_share_pct": 44.7,
  "fin_tns_setup_ns": -3.21,
  "die_h_um": 103,
  "timing.final.max_slew_violations": 0,
  "layout.cells.non_filler": 402,
  "seq_cells": 0,
  "drt-met1-wl_um": 2730,
  "standard_cell_core_area_sq_mm": 0.00676,
  "drt_iter0_markers": 75,
  "maxClockFrequency_mhz": 271,
  "detail_route.wirelength_um": 5540,
  "fraction_of_layout_cells_with_a_size_suffix_above_1_pct": 48.8,
  "final_critical_period_ns": 3.68,
  "final_critical_path_setup_slack_ns": -0.285,
  "yosysCellCount": 209,
  "antenna_found_initial": 0,
  "maxUsedRoutingLayer": "met4",
  "violations_in_the_final_reports": "negative setup slack",
  "first_global_vias": 1848,
  "unrepaired_setup_endpoints_after_global_routing": "yes",
  "final_hold_viol_count": 0,
  "element_type_at_the_critical_path_end": "output port",
  "crit_path_max_fanout": 6,
  "min_path_type": "in -> out",
  "vias": 1871,
  "p_comb_share_pct": 100.0,
  "netlist_area_sq_mm": 0.00139,
  "max-vdd-ir-drop_mv": 0.142,
  "fin_total_pwr_uw": 473,
  "share_seq_of_total_power_pct": 0,
  "met2WireLength_um": 2510,
  "cp_data_arrival_time_ns": 3.00,
  "clock_power_share_pct": 0,
  "synthCells": 209,
  "critical_path_launch_point": "SW[0]",
  "portBuffers": 47,
  "yosysWarningCount": 3,
  "postSynthSeqShare_pct": 0,
  "grt_start_max_net_pins": 15,
  "avgViaCountPerCell": 4.65,
  "std_cell_rows": 30,
  "worst_ep_required_time_ns": 2.72,
  "fill_cells": 651,
  "yosysUniqueCellTypes": 54,
  "grt_first_pass_wirelength_um": 8870,
  "most-common-layout-cells": "65 x sky130_fd_sc_hd__buf_4, 22 x sky130_fd_sc_hd__clkdlybuf4s50_1, 17 x sky130_fd_sc_hd__nand2_1, 16 x sky130_fd_sc_hd__conb_1",
  "chipArea_sq_mm": 0.0106,
  "fp-utilization_pct": 20.5,
  "dr.pass1.iters": 4,
  "io-pin-count": 65,
  "diodes": 0,
  "syn-mean-instance-area_sq_um": 6.64,
  "warnings": 41,
  "wl_met3_um": 294,
  "die.size.x_um": 103,
  "start_kind": "input port",
  "p_switching_uw": 211,
  "logic_area_sq_mm": 0.00142,
  "global_route.usage.total_pct": 9.94,
  "cellLeakagePower_uw": 0.00122,
  "overflow": 0,
  "place.detailed.hpwl_um": 3890,
  "dp.cells": 379,
  "critical_path.endpoint": "HEX4[0]"
}
synthesized netlist by cell type (2+ instances only):
library cell,instances,area (sq um)
sky130_fd_sc_hd__nand3_1,10,50.1
sky130_fd_sc_hd__a211o_1,2,17.5
sky130_fd_sc_hd__buf_4,19,143
sky130_fd_sc_hd__a211oi_1,2,15.0
sky130_fd_sc_hd__o21ai_0,11,55.1
sky130_fd_sc_hd__xnor2_1,6,52.6
sky130_fd_sc_hd__nor2_2,2,12.5
sky130_fd_sc_hd__ha_1,12,150
sky130_fd_sc_hd__a22oi_1,3,22.5
sky130_fd_sc_hd__fa_1,3,60.1
sky130_fd_sc_hd__nand2b_1,2,12.5
sky130_fd_sc_hd__o32ai_1,4,35.0
sky130_fd_sc_hd__conb_1,2,7.51
sky130_fd_sc_hd__a21o_1,3,22.5
sky130_fd_sc_hd__nor3_1,7,35.0
sky130_fd_sc_hd__mux2i_1,2,20.0
sky130_fd_sc_hd__nand2_1,19,71.3
sky130_fd_sc_hd__a21oi_1,19,95.1
sky130_fd_sc_hd__clkbuf_1,4,15.0
sky130_fd_sc_hd__inv_2,3,11.3
sky130_fd_sc_hd__a21oi_2,2,17.5
sky130_fd_sc_hd__and2_2,2,15.0
sky130_fd_sc_hd__o22ai_1,7,43.8
sky130_fd_sc_hd__o21ai_1,4,20.0
sky130_fd_sc_hd__inv_4,2,12.5
sky130_fd_sc_hd__nor2_1,14,52.6
sky130_fd_sc_hd__buf_6,2,22.5
sky130_fd_sc_hd__nand4_1,2,12.5
sky130_fd_sc_hd__inv_1,13,48.8
sky130_fd_sc_hd__a31oi_1,2,12.5
layout make-up:
| type | instances | area share, % |
|---|---|---|
| inverters | 19 | 3.04 |
| multi-input cells | 179 | 54.0 |
| well taps | 80 | 3.80 |
| repair buffers | 124 | 39.1 |
worst min-delay path by stage:
stage	from	endpoint	slack (ns)	depth (start not counted)
6_report	SW[5]	HEX2[0]	2.11	4
5_1_grt	SW[5]	HEX2[0]	2.16	4
4_1_cts	SW[0]	HEX0[1]	2.10	4
power by group through the flow:
stage | clock network [uW] | registers (uW) | logic, uW
final | 0 | 0 | 473
after global routing | 0 | 0 | 518
after CTS | 0 | 0 | 440
metrics by stage:
step	instance area [sq um]	hold WS (ns)	utilization, %
2_1_floorplan	1450	1.39	-
3_3_place_gp	2250	2.48	33.3
3_5_place_dp	2250	2.48	33.3
4_1_cts	2510	2.10	37.2
5_1_grt	2630	2.16	39.0
6_report	2630	2.11	39.0
critical path, cell delays in order:
cell and delay (ns):
sky130_fd_sc_hd__buf_8 0.08, sky130_fd_sc_hd__ha_4 0.13, sky130_fd_sc_hd__fa_2 0.20, sky130_fd_sc_hd__inv_2 0.04
sky130_fd_sc_hd__fa_2 0.33, sky130_fd_sc_hd__fa_2 0.54, sky130_fd_sc_hd__nor2_2 0.04, sky130_fd_sc_hd__a21oi_2 0.11
sky130_fd_sc_hd__o32ai_2 0.09, sky130_fd_sc_hd__a21oi_2 0.16, sky130_fd_sc_hd__inv_2 0.10, sky130_fd_sc_hd__buf_6 0.13
sky130_fd_sc_hd__o311ai_4 0.25, sky130_fd_sc_hd__buf_2 0.14
metal layers:
layer	track usage, %	vias to the layer above
met3	1.49	2
li1	-	953
met4	0.321	0
met5	0	-
met2	16.2	43
met1	14.2	873
cells by family (layout without fill, tap and decap cells):
kind of cell             after synthesis  after routing  share of synthesized area (%)
AND-OR/OR-AND                         73             74                           36.9
XOR/XNOR                               6              6                           3.79
adder cells (fa/ha/maj)               16             16                           15.9
buffers and inverters                 45            143                           18.8
multiplexers                           2              2                           1.44
other                                  2             16                          0.541
AND/OR/NAND/NOR                       65             65                           22.6
timing repair:
item / in CTS / in global routing
hold buffers: 0 / 0
gates resized: 120 / 25
setup endpoints to repair: 20 / 21
pin swaps: 32 / 26
setup buffers: 21 / 7
gates cloned: 1 / 0
Power figures rest on the tool's default switching activity, not on a simulated workload.
