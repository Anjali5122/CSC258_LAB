==> flow/design.v <==
`timescale 1ns / 1ns
module ClockCounter(SW, HEX0, CLOCK_50);
	input [3:0] SW;
	output [6:0] HEX0;
	input CLOCK_50;
	wire [27:0] rd0_out, rd1_out, rd2_out, rd3_out;
	reg Enable;
	wire [3:0] dc0_out;
	RateDivider rd00(CLOCK_50, rd0_out, SW[2], 1'b0, 28'b0000000000000000000000000000, SW[3]);
	RateDivider rd01(CLOCK_50, rd1_out, SW[2], 1'b1, 28'b0010111110101111000001111111, SW[3]);
	RateDivider rd10(CLOCK_50, rd2_out, SW[2], 1'b1, 28'b0101111101011110000011111111, SW[3]);
	RateDivider rd11(CLOCK_50, rd3_out, SW[2], 1'b1, 28'b1011111010111100000111111111, SW[3]);
	always @(*)
	begin
		case(SW[1:0])
			2'b00: Enable = (rd0_out == 28'b0000000000000000000000000000) ? 1'b1 : 1'b0;
			2'b01: Enable = (rd1_out == 28'b0000000000000000000000000000) ? 1'b1 : 1'b0;
			2'b10: Enable = (rd2_out == 28'b0000000000000000000000000000) ? 1'b1 : 1'b0;
			2'b11: Enable = (rd3_out == 28'b0000000000000000000000000000) ? 1'b1 : 1'b0;
			default: Enable = 1'b0;
		endcase
	end
	DisplayCounter dc0(CLOCK_50, dc0_out, SW[2], Enable);
	hxdisplay hx0(dc0_out, HEX0);
endmodule
module RateDivider(clk, Q, clear, enable, d, ParLoad);
	input clk, enable, clear, ParLoad;
	input [27:0] d;
	output [27:0] Q;
	reg [27:0] Q;
	always @(posedge clk)
	begin
		if(clear == 1'b0)
			Q <= 0;
		else if(ParLoad == 1'b1)
			Q <= d;
		else if(Q == 28'b0000000000000000000000000000)
			Q <= d;
		else if(enable == 1'b1)
			Q <= Q - 1'b1;
		else if(enable == 1'b0)
			Q <= Q;
	end
endmodule
module DisplayCounter(clk, Q, clear, enable);
	input clk, enable, clear;
	output [3:0] Q;
	reg [3:0] Q;
	always @(posedge clk)
	begin
		if(clear == 1'b0)
			Q <= 0;
		else if(enable == 1'b1)
			Q <= Q + 1'b1;
		else if(enable == 1'b0)
			Q <= Q;
	end
endmodule
module hxdisplay(hex_digit, segments);
    input [3:0] hex_digit;
    output reg [6:0] segments;
    always @(*)
        case (hex_digit)
            4'h0: segments = 7'b100_0000;
            4'h1: segments = 7'b111_1001;
            4'h2: segments = 7'b010_0100;
            4'h3: segments = 7'b011_0000;
            4'h4: segments = 7'b001_1001;
            4'h5: segments = 7'b001_0010;
            4'h6: segments = 7'b000_0010;
            4'h7: segments = 7'b111_1000;
            4'h8: segments = 7'b000_0000;
            4'h9: segments = 7'b001_1000;
            4'hA: segments = 7'b000_1000;
            4'hB: segments = 7'b000_0011;
            4'hC: segments = 7'b100_0110;
            4'hD: segments = 7'b010_0001;
            4'hE: segments = 7'b000_0110;
            4'hF: segments = 7'b000_1110;   
            default: segments = 7'h7f;
        endcase
endmodule
==> flow/run.sh <==
#!/bin/bash
# OpenROAD 26Q1-2900-gdf79404cd8, Yosys 0.63+post, stock flow scripts
make -C /OpenROAD-flow-scripts/flow DESIGN_CONFIG=/design/flow/config.mk WORK_HOME=/design/flow/orfs finish
==> flow/config.mk <==
export PLATFORM = sky130hd
export DESIGN_NAME = ClockCounter
export DESIGN_NICKNAME = ClockCounter
export VERILOG_FILES = /design/flow/design.v
export SDC_FILE = /design/flow/constraint.sdc
export NUM_CORES = 4
export LEC_CHECK = 1
export CORE_UTILIZATION = 30
==> flow/constraint.sdc <==
current_design ClockCounter

set clk_period 12.4
set clk_io_pct 0.2

create_clock -name clk0 -period $clk_period [get_ports {CLOCK_50}]

set non_clock_inputs [all_inputs -no_clocks]
set_input_delay [expr $clk_period * $clk_io_pct] -clock clk0 $non_clock_inputs
set_output_delay [expr $clk_period * $clk_io_pct] -clock clk0 [all_outputs]
==> summary.txt <==
The synthesis and place-and-route flow finished, so here is a summary.

The flow ran to the end, and the final reports show no timing, DRC or antenna violations. The setup violation total in the final timing report is 0. The count of cell types in the netlist is 48. The total cell area reported by yosys after synthesis came out at 4330 µm². In this run the cell area of the synthesized design comes to 4330 µm². Counting the warning lines in the Yosys log gives 4. The number of antenna violations at the first check in global routing is 0. The critical path contains buffers and inverters numbering 2 combined. The maximum number of pins on one net before global-route repair is 61. STA classifies the critical path endpoint as a flip-flop. The share of flip-flops with an asynchronous set or reset after synthesis came out at 0. The global-route wire length before repair came out at 14.3 mm. The clock latency at the later pin of the worst-skew pair is 0.34 ns.

The top fanout value on the critical path is 6. The area of the die came out at 14900 µm². The area added between synthesis and finish came out at 15.5%. The required time at the worst endpoint is listed as 12.63 ns. The remaining number of nets flagged by the antenna check after routing is 0. The share of layout cells above drive strength 1 came out at 0.0758. The core region is 14000 µm². The DRC marker count from the first detailed-route iteration is 124. The overall routed net length came out at 8.20 mm. The area used by multi-input combinational logic is 2310 µm². The number of maximum-capacitance constraint violations came out at 0. Across all stage logs, warnings added up to 31. The number of enable-type register cells in the synthesized netlist came out at 0. The critical path in this run is classified as in2reg.

At the floorplan stage, the core utilization is reported as 0.310. For the worst flop-to-flop path, the logic depth is 10. The clock drives 95 sinks.

The filler cell count came out at 1385. Sorting the synthesized cells by area gives the leading types as sky130_fd_sc_hd__dfxtp_1, sky130_fd_sc_hd__xnor2_1, sky130_fd_sc_hd__a21oi_1. The number of cells in the yosys synthesis report came out at 484.

The number of hold buffers added after cts is 0. The number of global-route vias before repair is 3079. 0 antenna diodes ended up in the layout. The maximum level of the CTS H-tree came out at 3. The internal power came out at 0.000580 W. The post-layout minimum cycle time is 5.36 ns. Looking at the reg2reg group, the worst path ends at HEX0[3]. The via count normalized by instance count is 4.79. Walking the worst path, the cells encountered are clkdlybuf4s50_1, or4_1, or4_4, a21oi_4, xnor2_1, nor2_1, inv_1, ha_1, a211o_2, o211a_1. The number of cells upsized or downsized after cts is 0. Between clock sinks in the finished design, the worst skew comes to 0.00954 ns.

The worst setup path is launched from an input port. All stages included, the depth of the critical timing path comes to 10. The die extent in x came out at 122 µm. The switching power share of the total came out at 0.233.

The fraction of power consumed by the clock network is 0.444. The global route stage reports its total congestion overflow as 0. The clock input transition at the sequential cells of the worst setup and hold paths came out at 0.06 ns.

The post-route core utilization came out at 0.358. The overall routing resource usage is 0.119. Setup total negative slack on the finished layout was measured at 0 ns. The launch point of the worst min-delay path is recorded as rd10.Q[0].

The most used flip-flop cell after synthesis is sky130_fd_sc_hd__dfxtp_1. STA reports the tightest min-delay check as being of type reg2reg. The final hold violation count came out at 0. Counting tap cells, the placed design contains a total of 665 instances. For this design, the slowest cell found on the critical path is sky130_fd_sc_hd__or4_4. The first-pass detailed-route iteration total came out at 4. The number of buffers added on ports came out at 11. Per the detailed placement report, the placed cell area equals 4640 µm². The relative slew slack is 0.514. After the flow finishes, the layout carries non-filler instances totaling 681.

The post-route clock period utilization is 0.432. The cell family contributing the most delay on the critical path is simple AND/OR/NAND/NOR gates. Dividing the synthesized area by the synthesized cell count gives 8.95 µm². After technology mapping, the gate count stands at 484. The routed wire length per instance is 12.0 µm. The power density over cell area came out at 151 nW/µm².

The detailed placement HPWL came out at 5.38 mm. The die outline height is 122 µm. The total design power came out at 0.000756 W. The data arrival time at the worst-slack endpoint is 5.59 ns. During I/O placement, the number of pins put on the boundary was 12. The path with the worst hold slack has its endpoint at rd10.Q[0].

The cell accounting for the most synthesized area is sky130_fd_sc_hd__dfxtp_1. The flop and latch count out of synthesis is 95. Setup repair after global routing left no endpoint under its margin. The timing-limited maximum frequency came out at 0.187 GHz. The critical path's largest stage delay came out at 0.58 ns. The share of total power dissipated in combinational logic is 0.105. Of the post-synthesis cell area, the dominant cell type holds 0.439. The floorplan has 43 rows. The maximum VDD drop is 0.103 mV. The clock tree from TritonCTS is done. In this run the clock root is driven by a sky130_fd_sc_hd__clkbuf_16. The net switching power of the design came out at 0.000176 W. The sequential cell area fraction in the yosys report came out at 0.439. The max-slew violation count is 0.

The via count came out at 3262. The maximum buffer depth of the clock tree came out at 2. Buffers added to address setup during post-CTS repair amount to 0. The clock buffer count from CTS is 9.

The final estimated routing congestion in global placement is 0.766. The cell leakage power is 1.76 nW. Along the worst hold path, the cell count comes to 1. The register share of total power came out at 0.451. Among logic cells in the layout, the one with the most instances is sky130_fd_sc_hd__dfxtp_1. The slew of the pin with the lowest slew margin came out at 0.722 ns. The number of design rule violations left after detail routing came out at 0. The worst register-to-register path begins at rd01.Q[19]. The cell area after layout came out at 5000 µm². The setup slack of the worst register-to-register path is 8.87 ns.

Across the whole layout, storage elements account for 1900 µm². By instance count after routing, the leading logic cell types are sky130_fd_sc_hd__dfxtp_1, sky130_fd_sc_hd__nor2_1, sky130_fd_sc_hd__a21oi_1.
power by group through the flow:
stage / combinational, W / clock [W] / sequential, W
final: 0.0000792 / 0.000336 / 0.000341
after global routing: 0.0000895 / 0.000356 / 0.000344
after CTS: 0.0000796 / 0.000344 / 0.000341
registers in the layout, indices dropped and copies added, names as in the netlist:
signal  count
rd11.Q     28
rd10.Q     28
HEX0        7
dc0.Q       4
rd01.Q     28
metrics by stage:
stage               worst slack [ns]  hold WS (ns)
floorplan                       7.38         0.433
global placement                6.77         0.447
detailed placement              6.70         0.454
CTS                             7.06         0.463
global route                    6.88         0.490
finish                          7.04         0.462
area by class of cell:
class / instances / share of cell area
clock buffer: 9 / 0.0450
clock inverter: 7 / 0.0285
inverter: 15 / 0.0118
multi-input combinational: 360 / 0.462
sequential: 95 / 0.380
tap: 180 / 0.0450
timing repair buffer: 15 / 0.0280
cell families (layout without fill, tap and decap cells):
logic type / count (synthesis) / after routing / synth area share
adder cells (fa/ha/maj): 11 / 11 / 0.0318
buffers and inverters: 29 / 46 / 0.0275
multiplexers: 6 / 6 / 0.0150
AND-OR/OR-AND: 79 / 79 / 0.109
flip-flops: 95 / 95 / 0.439
XOR/XNOR: 74 / 74 / 0.150
AND/OR/NAND/NOR: 190 / 190 / 0.228
routing by layer:
metal	global-route usage	vias up	wire, µm
met4	0.0198	0	103
met2	0.180	32	3610
met3	0.0143	7	196
li1	-	1699	-
met5	0	-	0
met1	0.187	1524	4290
how the worst max path moves through the flow:
stage	from	end	slack (ns)
finish	SW[1]	HEX0[3]	7.04
global route	SW[1]	HEX0[3]	6.88
CTS	SW[1]	HEX0[3]	7.06
Yosys cell counts (2+ instances only):
master and instances:
sky130_fd_sc_hd__a211oi_2 2, sky130_fd_sc_hd__or4_4 3, sky130_fd_sc_hd__o21ai_0 2, sky130_fd_sc_hd__dfxtp_1 95
sky130_fd_sc_hd__nor3b_1 4, sky130_fd_sc_hd__nand2_1 28, sky130_fd_sc_hd__or3_2 2, sky130_fd_sc_hd__nand4_1 4
sky130_fd_sc_hd__nor2b_1 5, sky130_fd_sc_hd__ha_1 11, sky130_fd_sc_hd__a31oi_1 3, sky130_fd_sc_hd__nor3_1 26
sky130_fd_sc_hd__nor2_1 63, sky130_fd_sc_hd__nor4_1 14, sky130_fd_sc_hd__a21oi_1 58, sky130_fd_sc_hd__xnor2_1 44
sky130_fd_sc_hd__nand3b_1 6, sky130_fd_sc_hd__inv_1 13, sky130_fd_sc_hd__mux2i_1 5, sky130_fd_sc_hd__nand3_1 5
sky130_fd_sc_hd__nand2b_1 7, sky130_fd_sc_hd__clkbuf_1 13, sky130_fd_sc_hd__o22ai_1 3, sky130_fd_sc_hd__a21oi_4 2
sky130_fd_sc_hd__or4_1 6, sky130_fd_sc_hd__xor2_1 30, sky130_fd_sc_hd__or3_1 9
Power and IR drop assume default switching activity.
